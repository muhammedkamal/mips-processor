`config.mk`:
```
export PLATFORM = sky130hd
export DESIGN_NAME = P_control
export DESIGN_NICKNAME = P_control
export VERILOG_FILES = /design/flow/design.v
export SDC_FILE = /design/flow/constraint.sdc
export NUM_CORES = 4
export LEC_CHECK = 1
export CORE_AREA = 10 10 70 70
export DIE_AREA = 0 0 80 80
```
`constraint.sdc`:
```
current_design P_control

set clk_period 1.9
set clk_io_pct 0.2

create_clock -name clk0 -period $clk_period

set non_clock_inputs [all_inputs -no_clocks]
set_input_delay [expr $clk_period * $clk_io_pct] -clock clk0 $non_clock_inputs
set_output_delay [expr $clk_period * $clk_io_pct] -clock clk0 [all_outputs]
```
`design.v`:
```
module P_control(P_RegDst, P_Branch, P_MemtoReg, P_ALUOp, P_MemWrite, P_ALUSrc, P_RegWrite, P_instruction ,mem_read);  
output P_RegDst, P_Branch, P_MemtoReg, P_MemWrite, P_ALUSrc, P_RegWrite ,mem_read;
output [1:0] P_ALUOp;
input [31:0] P_instruction;
wire [5:0] P_Op = P_instruction[31:26];
reg [7:0] P_Control;
assign P_RegDst = P_Control[7];
assign P_RegWrite = P_Control[6];
assign P_ALUSrc = P_Control[5];
assign P_MemWrite = P_Control[4];
assign P_MemtoReg = P_Control[3];
assign P_Branch = P_Control[2];
assign P_ALUOp = P_Control[1:0];
assign mem_read = ~P_MemWrite;  
always @(P_instruction)
    casex(P_Op)
        32'd0 : P_Control = 8'b11000010;  
        32'd35 : P_Control = 8'b01101000;  
        32'd43 : P_Control = 8'bx011x000;  
        32'd4 : P_Control = 8'bx000x101;  
        32'd8 : P_Control = 8'b01100000;  
        32'd13 : P_Control = 8'b01100011;  
        32'd2 : P_Control = 8'bx0x0x0xx;  
        default : P_Control = 8'b00000000;  
    endcase
endmodule
```
`run.sh`:
```
#!/bin/bash
# OpenROAD 26Q1-2900-gdf79404cd8, Yosys 0.63+post, stock flow scripts
make -C /OpenROAD-flow-scripts/flow DESIGN_CONFIG=/design/flow/config.mk WORK_HOME=/design/flow/orfs finish
```
==> GITHUB_STEP_SUMMARY <==
## Synthesis and layout report

| Metric | Value |
|---|---|
| Layout fillers | 389 |
| Wirelength, routed | 968 microns |
| Power per cell area | 144 mW/mm^2 |
| Die Ht | 80 microns |
| Net Sw Frac | 44.0% |
| First drt pass iteration count | 2 |
| Clock buffer instance count of the final layout | 0 |
| Antenna diode count | 0 |
| Worst ir drop on vdd | 18.8 uV |
| Internal portion of total power | 40.9 uW |
| Class of the tightest hold or removal check | input pin to primary output |
| Synthesized cell area | 171 sq um |
| Startpoint type of the worst setup path | input pin |
| Wire length of the first global-routing pass | 1340 microns |
| Cell variety after synth | 19 |
| Number of antenna violations at the first check in global routing | 0 |
| Category of the worst setup path capture point | primary output |
| Residual DRC | 0 |
| Maximum net fanout on the critical path | 2 |
| Total overflow reported by the global router | 0 |
| Layout Cell Area excl Fill | 508 sq um |
| Core Footprint | 0.00342 sq mm |
| Number of placed I/O pins | 41 |
| Achievable clock frequency | 541 MHz |
| Period Utilization, post-route | 97.3% |
| Actual transition at the worst max-transition pin | 0.233 ns |
| Required time at the worst-slack endpoint | 1.52 ns |
| Portion of synthesized cell area occupied by the leading cell type | 8.76% |
| Post-place instance area | 432 sq um |
| Avg Vias per Cell | 3.09 |
| Max-slew headroom | 84.4% |
| Total routing usage reported by global routing | 2.52% |
| Final number of hold-violating endpoints | 0 |
| Count of routing violations after the opening detailed-route iteration | 3 |
| Total number of vias | 300 |
| Static leakage | 0.219 nW |
| Post-Layout Cell Count | 97 |
| Number of cells on the worst hold path | 4 |
| Part of the total power dissipated in combinational logic | 100.0% |
| Top logic cells by instance count in the layout | sky130_fd_sc_hd__buf_4, sky130_fd_sc_hd__buf_2, sky130_fd_sc_hd__dlygate4sd2_1 |
| Init Core Util | 5.02% |
| YS chip area | 171 sq um |
| Area taken by flip-flops and latches | 0 sq um |
| Top cells by area | sky130_fd_sc_hd__nand3_1, sky130_fd_sc_hd__o21ai_0, sky130_fd_sc_hd__a2111oi_2, sky130_fd_sc_hd__or4_1, sky130_fd_sc_hd__and4bb_2 |
| Number of buffers inserted for hold repair after clock tree synthesis | 0 |
| Number of placement rows | 21 |
| OpenROAD warning count | 58 |
| Most common cell after layout, fill and taps aside | sky130_fd_sc_hd__buf_4 |
| Half-perimeter wire length of the detailed placement result | 709 microns |
| Area overhead of the layout relative to synthesis | 196% |
| Routed wire per std cell | 9.98 microns |
| Port Buf Inserts | 15 |
| Synthesis warning total | 1 |
| Share of post-route cells with drive strength above 1 | 66.7% |
| Post-layout min period | 1.85 ns |
| Die Size | 0.00640 sq mm |
| Switching pwr | 32.1 uW |
| Share of the yosys chip area belonging to registers | 0% |
| WP data arrival | 1.47 ns |
| Number of flip-flops and latches | 0 |
| Pin count of the biggest net entering global routing | 8 |
| RePlAce Congestion | 0.719 |
| Number of placed cells counting well taps | 93 |
| Worst slack after detailed placement | -0.654 ns |
| Part of the total power dissipated in sequential elements | 0% |
| Combinational gate area | 229 sq um |
| Setup slack of the critical path after layout | 0.0518 ns |
| Mean instance size in the synthesized netlist | 6.86 sq um |
| Tally of max-capacitance violations | 0 |
| Cell count in the Yosys report | 25 |
| X dimension of the die | 80 microns |
| Result of the run | finished clean |
| Detail Route Antenna Nets | 0 |
| Synth Instances | 25 |
| Number of global-route vias before repair | 276 |
| Relative contribution of the clock network to total power | 0% |
| Number of max-slew violations in the final report | 0 |
| Kind of critical path | input pin to primary output |
| Yosys top cell by area | sky130_fd_sc_hd__nand3_1 |
| Final Setup Violations | 0 |
-- worst paths after layout --
| path | startpoint | endpoint |
|---|---|---|
| min | P_instruction[26] | P_Branch |
| max | P_instruction[30] | P_RegDst |
-- through the flow --
step	util [%]	power, mW	hold slack (ns)	TNS (ns)
6_report	14.9	0.0731	1.17	0
5_1_grt	14.9	0.0788	1.20	-0.00350
4_1_cts	13.8	0.0645	1.17	0
3_5_place_dp	12.6	0.0577	1.78	-4.55
3_3_place_gp	12.6	0.0576	1.78	-4.56
2_1_floorplan	-	0.0182	0.771	0
-- critical path, cell delays in order --
cell and delay (ns):
sky130_fd_sc_hd__dlygate4sd2_1 0.25, sky130_fd_sc_hd__or4_4 0.50, sky130_fd_sc_hd__nor3_2 0.11, sky130_fd_sc_hd__dlygate4sd2_1 0.22
-- metal layers --
metal	global-route usage (%)	up-vias	part of all wire, %
li1	-	150	-
met1	3.03	139	42
met2	3.77	11	40
met3	1.82	0	18
met4	0	0	0
met5	0	-	0
-- cell families (layout without fill, tap and decap cells) --
kind of cell | after synthesis | in the layout | share of synthesized area, %
AND-OR/OR-AND | 5 | 5 | 20.4
XOR/XNOR | 1 | 1 | 5.11
AND/OR/NAND/NOR | 16 | 16 | 63.5
buffers and inverters | 3 | 29 | 10.9
-- synth_stat cells --
master and n:
sky130_fd_sc_hd__clkbuf_1 1, sky130_fd_sc_hd__nand3_1 3, sky130_fd_sc_hd__inv_1 1, sky130_fd_sc_hd__buf_6 1, sky130_fd_sc_hd__nor4_1 1, sky130_fd_sc_hd__and3b_1 1, sky130_fd_sc_hd__nor3_1 2, sky130_fd_sc_hd__or2b_1 1
sky130_fd_sc_hd__xnor2_1 1, sky130_fd_sc_hd__o21ai_0 3, sky130_fd_sc_hd__or4_1 2, sky130_fd_sc_hd__and4bb_2 1, sky130_fd_sc_hd__nor3b_1 1, sky130_fd_sc_hd__nor4bb_1 1, sky130_fd_sc_hd__or3_1 1, sky130_fd_sc_hd__nor2b_1 1
sky130_fd_sc_hd__a2111oi_2 1, sky130_fd_sc_hd__a21oi_1 1, sky130_fd_sc_hd__nand2_1 1
-- area by class of cell --
class	instances	share of cell area, %
inverters	1	0.739
multi-input cells	22	45.1
well taps	46	11.3
repair buffers	28	42.9
-- power by group through the flow --
stage | sequential, mW | clock [mW] | combinational, mW
final | 0 | 0 | 0.0731
after CTS | 0 | 0 | 0.0645
after global routing | 0 | 0 | 0.0788
-- repair_timing --
item	in CTS	in global routing
pin swaps	6	5
buffers inserted	1	3
gates resized	48	6
setup endpoints to repair	9	4
Power figures rest on the tool's default switching activity, not on a simulated workload.
