==> flow/design.v <==
module K_ALU(K_ALU_result, K_zero, K_in1, K_in2, K_ALU_control,shamt);
output reg [31:0] K_ALU_result;
output reg K_zero;
input [31:0] K_in1, K_in2;
input [3:0] K_ALU_control;
input wire [4:0]shamt;
initial
begin
    K_ALU_result = 32'd0;
    K_zero = 0;
end
always @( K_in1  , K_in2 ,K_ALU_control)
begin
    case(K_ALU_control)
        4'b0000 : K_ALU_result = K_in1 & K_in2;
        4'b0001 : K_ALU_result = K_in1 | K_in2;
        4'b0010 : K_ALU_result = K_in1 + K_in2;
        4'b0110 : K_ALU_result = K_in1 - K_in2;
        4'b0111 : K_ALU_result = (K_in1 < K_in2) ? 32'd1 : 32'd0;
	4'b1000 : K_ALU_result = (K_in2 << shamt);
    endcase
    if (K_ALU_result == 0)
        K_zero = 1'b1;
    else
        K_zero = 1'b0;
end
endmodule
==> flow/run.sh <==
#!/bin/bash
# OpenROAD 26Q1-2900-gdf79404cd8, Yosys 0.63+post, stock flow scripts
make -C /OpenROAD-flow-scripts/flow DESIGN_CONFIG=/design/flow/config.mk WORK_HOME=/design/flow/orfs finish
==> flow/config.mk <==
export PLATFORM = sky130hd
export DESIGN_NAME = K_ALU
export DESIGN_NICKNAME = K_ALU
export VERILOG_FILES = /design/flow/design.v
export SDC_FILE = /design/flow/constraint.sdc
export NUM_CORES = 4
export LEC_CHECK = 1
export CORE_UTILIZATION = 50
==> flow/constraint.sdc <==
current_design K_ALU

set clk_period 23.4
set clk_io_pct 0.2

create_clock -name clk0 -period $clk_period

set non_clock_inputs [all_inputs -no_clocks]
set_input_delay [expr $clk_period * $clk_io_pct] -clock clk0 $non_clock_inputs
set_output_delay [expr $clk_period * $clk_io_pct] -clock clk0 [all_outputs]
==> report_table.html <==
<h3>Flow metrics</h3>
<table>
<tr><th>Metric</th><th>Value</th></tr>
<tr><th colspan="2">Min path</th></tr>
<tr><td>Hold Path Stages</td><td>6</td></tr>
<tr><td>WHS Endpoint</td><td>K_zero</td></tr>
<tr><td>Worst hold path type</td><td>primary input to output pin</td></tr>
<tr><td>Launch point of the worst hold path</td><td>K_in2[31]</td></tr>
<tr><th colspan="2">Synth</th></tr>
<tr><td>Yosys warning total</td><td>1</td></tr>
<tr><td>Number of cells in the yosys synthesis report</td><td>1,148</td></tr>
<tr><td>Synthesized area per cell</td><td>7.04 um2</td></tr>
<tr><td>Flip-flops with a built-in enable</td><td>0</td></tr>
<tr><td>Most used flip-flop cell after synthesis</td><td>sky130_fd_sc_hd__dlxtn_1</td></tr>
<tr><td>Area figure in the yosys stat output</td><td>8080 um2</td></tr>
<tr><td>Cell Area, Synth</td><td>8080 um2</td></tr>
<tr><td>Instance tally after logic synthesis</td><td>1,148</td></tr>
<tr><td>Synth unique cells</td><td>87</td></tr>
<tr><td>Registers, synthesis</td><td>32</td></tr>
<tr><td>Post-synth ARST share</td><td>0</td></tr>
<tr><th colspan="2">Global route</th></tr>
<tr><td>Global-route wire length before repair</td><td>50,300 um</td></tr>
<tr><td>Number of global-route vias before repair</td><td>8,339</td></tr>
<tr><td>GRT Resource Usage Total</td><td>0.413</td></tr>
<tr><td>Congestion Overflow GR</td><td>0</td></tr>
<tr><td>Number of antenna violations at the first check in global routing</td><td>0</td></tr>
<tr><td>Maximum number of pins on one net before global-route repair</td><td>62</td></tr>
<tr><td>GRT met2 Usage</td><td>0.610</td></tr>
<tr><td>Met3 usage in global routing</td><td>0.0732</td></tr>
<tr><td>Layer with the highest usage after global routing</td><td>met2</td></tr>
<tr><td>Met1 GRT Util</td><td>0.582</td></tr>
<tr><th colspan="2">Clocking</th></tr>
<tr><td>Post-cts gate resize count</td><td>0</td></tr>
<tr><td># hold bufs at CTS</td><td>0</td></tr>
<tr><td>Setup fix buffers added after clock tree synthesis</td><td>0</td></tr>
<tr><th colspan="2">Cells and area</th></tr>
<tr><td>Storage cell area</td><td>480 um2</td></tr>
<tr><td>Comb area</td><td>6830 um2</td></tr>
<tr><td>Area added between synthesis and finish</td><td>13.0%</td></tr>
<tr><td>Fraction of final layout cells sized beyond drive strength 1</td><td>0.0603</td></tr>
<tr><td># fillers</td><td>1,548</td></tr>
<tr><td>Number of flip-flops in the largest register</td><td>32</td></tr>
<tr><td>Dominant logic cell types in the final layout</td><td>sky130_fd_sc_hd__a21oi_1 (103), sky130_fd_sc_hd__nor2_1 (103), sky130_fd_sc_hd__clkdlybuf4s50_1 (103), sky130_fd_sc_hd__ha_1 (102), sky130_fd_sc_hd__inv_1 (98)</td></tr>
<tr><th colspan="2">Detailed routing</th></tr>
<tr><td>Routed WL per cell</td><td>23.8 um</td></tr>
<tr><td>Remaining design rule violation count</td><td>0</td></tr>
<tr><td>Drt pass-1 iters</td><td>6</td></tr>
<tr><td>Overall routed net length</td><td>33,600 um</td></tr>
<tr><td>Count of antenna-violating nets left after detailed routing</td><td>0</td></tr>
<tr><td>Via count normalized by instance count</td><td>6.68</td></tr>
<tr><td>Via count</td><td>9,424</td></tr>
<tr><td>Count of routing violations after the opening detailed-route iteration</td><td>1,036</td></tr>
<tr><td>Diode count</td><td>0</td></tr>
<tr><th colspan="2">Floorplan</th></tr>
<tr><td>Number of standard-cell rows in the floorplan</td><td>46</td></tr>
<tr><td># IOs</td><td>106</td></tr>
<tr><td>Area inside the core boundary</td><td>15,800 um2</td></tr>
<tr><td>Total die area</td><td>16,700 um2</td></tr>
<tr><td>Die W</td><td>129 um</td></tr>
<tr><td>Starting Density</td><td>0.510</td></tr>
<tr><td>Die Y</td><td>129 um</td></tr>
<tr><th colspan="2">Setup path</th></tr>
<tr><td>Category of the worst setup path capture point</td><td>output pin</td></tr>
<tr><td>Sum of buffers and inverters on the critical path</td><td>4</td></tr>
<tr><td>Cell type of the slowest stage on the worst timing path</td><td>sky130_fd_sc_hd__clkdlybuf4s50_1</td></tr>
<tr><td>Maximum fanout count along the critical path</td><td>13</td></tr>
<tr><td>Required time of the critical path</td><td>18.72 ns</td></tr>
<tr><td>CP top delay family</td><td>simple AND/OR/NAND/NOR gates</td></tr>
<tr><td>Critical path launch point type</td><td>primary input</td></tr>
<tr><td>Cell Chain, Critical Path</td><td>clkdlybuf4s50_1, inv_1, ha_1, inv_1, o31ai_1, nor2_1, o31ai_1, or3_1, a31oi_1, or4_1, or4_1, nor4_1, nand4b_1, nor4_2, clkdlybuf4s50_1</td></tr>
<tr><td>Worst Setup Path Type</td><td>primary input to output pin</td></tr>
<tr><td>Slowest Stage Delay on Critical Path</td><td>0.69 ns</td></tr>
<tr><td>Arr. time, crit path</td><td>9.90 ns</td></tr>
<tr><th colspan="2">Job</th></tr>
<tr><td>Max-cap violations</td><td>0</td></tr>
<tr><td>Number of warnings in the stage logs</td><td>103</td></tr>
<tr><th colspan="2">Timing</th></tr>
<tr><td>Min Tclk post-route</td><td>14.58 ns</td></tr>
<tr><td>Final Max Slew Viols</td><td>0</td></tr>
<tr><td>Number of unconstrained endpoints</td><td>64</td></tr>
<tr><td>Count of unclocked register or latch pins</td><td>32</td></tr>
<tr><td>Transition time at the pin with the least slew margin</td><td>0.868 ns</td></tr>
<tr><td>Final tally of setup violations</td><td>0</td></tr>
<tr><td>Final worst-path cycle share</td><td>0.623</td></tr>
<tr><td>Total negative slack for setup checks</td><td>0 ns</td></tr>
<tr><td>Number of hold violations in the final report</td><td>0</td></tr>
<tr><td>Worst Hold Slack</td><td>10.69 ns</td></tr>
<tr><td>Relative slew slack</td><td>0.418</td></tr>
<tr><td>Max Clk Rate</td><td>68.6 MHz</td></tr>
<tr><td>Unrepaired setup endpoints after global routing</td><td>no</td></tr>
<tr><th colspan="2">Pwr</th></tr>
<tr><td>Worst VDD drop</td><td>0.0211 mV</td></tr>
<tr><td>Leakage</td><td>0.00389 uW</td></tr>
<tr><td>Power Density</td><td>24.4 nW/um2</td></tr>
<tr><th colspan="2">Placed design</th></tr>
<tr><td>Estimated wirelength of the detail-placed design</td><td>26,900 um</td></tr>
<tr><td>Total of buffers placed on input and output ports</td><td>106</td></tr>
<tr><td>Last weighted congestion value of the routability-driven placer</td><td>1.07</td></tr>
<tr><th colspan="2">Outcome</th></tr>
<tr><td>Result of the run</td><td>finished clean</td></tr>
</table>
==> kinds of logic (layout without fill, tap and decap cells) <==
group | after synthesis | after routing | share of synthesized area
AND-OR/OR-AND | 392 | 392 | 0.321
AND/OR/NAND/NOR | 347 | 347 | 0.209
buffers and inverters | 176 | 222 | 0.0957
adder cells (fa/ha/maj) | 104 | 104 | 0.163
multiplexers | 74 | 74 | 0.127
latches | 32 | 32 | 0.0595
XOR/XNOR | 23 | 23 | 0.0249
==> how the worst max path moves through the flow <==
stage	slack [ns]	depth (start not counted)	start	end
after global routing	8.55	15	K_in2[6]	K_zero
after CTS	8.84	15	K_in2[9]	K_zero
final	8.82	15	K_in2[6]	K_zero
==> cell type report <==
type | instances | share of cell area
Multi-Input combinational cell | 940 | 0.749
Timing Repair Buffer | 122 | 0.128
Sequential cell | 32 | 0.0527
Inverter | 100 | 0.0411
Tap cell | 216 | 0.0296
==> through the flow <==
step / cells / power [uW] / cell area [um2] / setup WS, ns / utilization
5_1_grt: 1410 / 237 / 9120 / 8.55 / 0.576
4_1_cts: 1410 / 216 / 9120 / 8.84 / 0.576
3_3_place_gp: 1410 / 216 / 9120 / 8.90 / 0.576
2_1_floorplan: 1148 / 143 / 8080 / 10.84 / -
3_5_place_dp: 1410 / 215 / 9120 / 8.85 / 0.576
6_report: 1410 / 223 / 9120 / 8.82 / 0.576
==> layer usage <==
metal | vias to the layer above | routed length [um]
met2 | 658 | 14200
met4 | 0 | 2150
met3 | 110 | 3440
met5 | - | 0
li1 | 4331 | -
met1 | 4325 | 13800
==> power by group <==
| group | leakage [uW] | internal (uW) | switching (uW) |
|---|---|---|---|
| Sequential | 0.000256 | 8.90 | 1.28 |
| Clock | 0 | 0 | 0 |
| Combinational | 0.00363 | 82.1 | 130 |
| Total | 0.00389 | 91.0 | 132 |
==> Yosys cell counts, drive strengths merged (17+ instances only) <==
cell    count  area (um2)
o31ai      20         164
o211ai     17         128
mux4       21         473
nor3       26         135
o21ai      92         460
nor4       19         140
mux2i      40         400
dlxtn      32         480
inv        99         372
a211oi     18         135
nand3      23         115
ha        102        1280
a21oi     103         515
nand2      92         350
nor2      103         387
buf        34         240
clkbuf     42         158
Power and IR drop assume default switching activity.
